==> ./design.v <==
module InstMemory2 (input [12:0] abus, output reg [15:0] dbus);
  reg [15:0] im_array [0:1023];
  always @(abus) dbus = im_array[abus];
  initial begin 
    im_array [0]  = 16'h0000;  
    im_array [1]  = 16'h4001;  
    im_array [2]  = 16'h2002;  
    im_array [3]  = 16'h6003;  
    im_array [4]  = 16'hA007;  
    im_array [5]  = 16'h0000;
    im_array [6]  = 16'h0000;
    im_array [7]  = 16'hC00B;  
    im_array [8]  = 16'h2004;  
    im_array [9] = 16'hE000;   
    im_array [10] = 16'h8000;  
  end
endmodule 
module DataMemory2 (input rd, wr, input [12:0] abus, input [15:0] in_dbus, output reg [15:0] out_dbus);
  reg [15:0] dm_array [0:1023];
  always @(rd or abus)
    if (rd) out_dbus = dm_array [abus];
  always @ (wr or abus or in_dbus)
      if (wr) dm_array[abus] = in_dbus;
  initial begin 
	dm_array[0] = 16'h0005; 
	dm_array[1] = 16'h0001; 
	dm_array[2] = 16'h0000; 
	dm_array[3] = 16'h0006; 
	dm_array[4] = 16'h0000;
	dm_array[5] = 16'h0000; 
	dm_array[6] = 16'h0000; 
	dm_array[7] = 16'h0000; 
	dm_array[8] = 16'h0000; 
	dm_array[9] = 16'h0000;
	dm_array[10] = 16'h0000; 
	dm_array[11] = 16'h0000; 
	dm_array[12] = 16'h0000;
  end
endmodule
==> ./run.sh <==
#!/bin/bash
# OpenROAD 26Q1-2900-gdf79404cd8, Yosys 0.63+post, stock flow scripts
make -C /OpenROAD-flow-scripts/flow DESIGN_CONFIG=/design/flow/config.mk WORK_HOME=/design/flow/orfs finish
==> ./config.mk <==
export PLATFORM = sky130hd
export DESIGN_NAME = InstMemory2
export DESIGN_NICKNAME = InstMemory2
export VERILOG_FILES = /design/flow/design.v
export SDC_FILE = /design/flow/constraint.sdc
export NUM_CORES = 4
export LEC_CHECK = 1
export CORE_AREA = 10 10 70 70
export DIE_AREA = 0 0 80 80
export SYNTH_HDL_FRONTEND = slang
export SYNTH_MEMORY_MAX_BITS = 65536
==> ./constraint.sdc <==
current_design InstMemory2

set clk_period 2.2
set clk_io_pct 0.2

create_clock -name clk0 -period $clk_period

set non_clock_inputs [all_inputs -no_clocks]
set_input_delay [expr $clk_period * $clk_io_pct] -clock clk0 $non_clock_inputs
set_output_delay [expr $clk_period * $clk_io_pct] -clock clk0 [all_outputs]
==> reports/metrics.yaml <==
critPathKind: "input pin to primary output"
final_layout_top_logic_cell: "conb_1"
finalMaxSlewViolations: 0
grt.overflow.total: 0
syn_avg_cell_area_um2: 7.74
yosysTopAreaCellShare: 0.273
fmax_ghz: 0.472
hold_slack_ps: 1440
dieHeight_um: 80
place_congestion: 0.706
pre_cts_ws_ps: -329
num_rows: 21
ir_worst_vdd_mv: 0.0182
dieArea_um2: 6400
core_area_um2: 3420
die_x_um: 80
fp_util: 0.0725
flops: 0
synth_stat.cells: 32
dp_cells: 94
clkbuf_count: 0
final_cell_mix: "conb_1 (9), buf_4 (7), clkdlybuf4s50_1 (5), mux2i_1 (4)"
required_ps: 1760
drt_pass1_iterations: 2
wl_met1_um: 304
period_used_share: 0.964
grt_max_degree: 9
ios: 29
drtAntennaViolNets: 0
postSynthSeqShare: 0
antenna_found_initial: 0
crit_family: "buffers and inverters"
slowest_delay_ps: 490
synth_warnings: 0
ys_types: 13
diodes: 0
drc: 0
critPathMaxFanout: 3
holdPathStages: 4
synthesis.area_um2: 248
hold_violations: 0
ys_area_um2: 248
min_to: "dbus[13]"
drive_above_1_share: 0.292
grt_pass1_wl_um: 966
final_cells: 94
fin_setup_tns_ps: 0
topCellsByArea: "buf_4 (27%), ha_1 (20%), mux2i_1 (16%)"
end_kind: "primary output"
port_buffers: 11
arrival_ps: 1680
totalWireLength_um: 671
yosys.area.top_type: "buf_4"
leakage_nw: 0.229
setup_ws_ps: 79.6
setup_viol: 0
postSynthCellCount: 32
status: "completed"
cp_slowest_cell: "clkdlybuf4s50_1"
critPathLaunchType: "input pin"
area_growth_pct: 79.8
fillerInstances: 395
regArea_um2: 0
post_cts_buffers: 0
drt_iter0_drc: 2
worst-path-buf-inv: 3
dp_hpwl_um: 570
maxUsedRoutingLayer: "met3"
power_mw: 0.0627
min_path_type: "input pin to primary output"
warnings: 44
worst-path-stages: 5
period_needed_ps: 2120
met2_wirelength_um: 262
met3WireLength_um: 103
vias_per_cell: 2.50
min-delay-start: "abus[1]"
maxCapViolCount: 0
power_density_nw_per_um2: 141
cp_cell_sequence: "dlygate4sd2_1 -> inv_2 -> ha_4 -> a211oi_2 -> clkdlybuf4s50_1"
grt_pass1_vias: 219
dr_total_vias: 235
hold_buffers: 0
drt-wirelength-per-cell_um: 7.14
grt_usage: 0.0175
rsz0062_at_grt: "no"
==> what timing repair did <==
action	in CTS	in global routing
pin swaps	0	0
gates resized	7	5
setup endpoints to repair	7	4
==> layout make-up <==
type,instances,area (um^2),share of cell area
multi-input cells,27,201,0.452
repair buffers,19,179,0.402
well taps,46,57.6,0.129
inverters,2,7.51,0.0169
==> metrics by stage <==
step	utilization	instance area (um^2)
4_1_cts	0.127	434
3_3_place_gp	0.123	422
5_1_grt	0.130	445
6_report	0.130	445
2_1_floorplan	-	278
3_5_place_dp	0.123	422
==> layer usage <==
layer	GRT usage	up-vias
li1	-	116
met1	0.0250	105
met2	0.0265	14
met3	0.00568	0
met4	0	0
met5	0	-
==> how the worst max path moves through the flow <==
stage     startpoint        to  slack (ps)
6_report     abus[1]   dbus[1]          80
5_1_grt      abus[1]  dbus[14]           7
4_1_cts      abus[0]  dbus[13]           4
==> logic make-up after synthesis <==
family                   count (synthesis)  synth area share
AND-OR/OR-AND                            4             0.151
adder cells (fa/ha/maj)                  4             0.202
buffers and inverters                   13             0.369
multiplexers                             4             0.162
other                                    1            0.0151
AND/OR/NAND/NOR                          6             0.101
==> synth_stat cells <==
cell type	count
o21a_1	1
mux2i_1	4
o21ai_1	1
inv_1	2
buf_2	1
nand2b_1	1
conb_1	1
a211oi_2	2
nor2_1	3
buf_6	1
buf_4	9
ha_1	4
nand2_1	2
==> power breakdown <==
group	leakage [nW]	internal (mW)	switching [mW]	total [mW]
registers	0	0	0	0
clock network	0	0	0	0
logic	0.229	0.0397	0.0230	0.0627
total	0.229	0.0397	0.0230	0.0627
Power is estimated from default activity; no workload was simulated.
