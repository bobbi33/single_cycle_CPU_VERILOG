===== flow/design.v =====
module Controller2 (input [2:0] opcode, input zero_ac, start, output reg rd_mem, wr_mem, ld_ac, alu_op,
 output reg [1:0]ac_src, pc_src  );
  always @(opcode) begin 
    rd_mem = 1'b0;  wr_mem = 1'b0;
    ac_src = 2'b00;  ld_ac  = 1'b0;
    pc_src = 2'b00;
    case (opcode)
      3'b000:
      begin
        rd_mem = 1'b1;
        ac_src = 2'b01;
        ld_ac = 1'b1;
      end
      3'b001: wr_mem = 1'b1;
      3'b010: 
      begin 
        rd_mem = 1'b1;
        ac_src = 2'b00;
        ld_ac = 1'b1;
        alu_op = 1'b0;
      end
      3'b011: 
      begin 
        rd_mem = 1'b1;
        ac_src = 2'b00;
        ld_ac = 1'b1;
        alu_op = 1'b1;
      end
      3'b100:
        pc_src = 2'b01;
      3'b101:
      begin
        if (zero_ac == 1'b1)
          pc_src = 2'b01;
        else
          pc_src = 2'b00;
      end
      3'b110:
      begin
        ac_src = 2'b10;
        ld_ac = 1'b1;
      end
      3'b111: 
      if (start == 1'b0)
        pc_src = 2'b10;
      else
        pc_src = 2'b00;
    endcase
  end
endmodule
module DataPath2 ( input reset, ld_ac, clk, alu_op, input [1:0] ac_src, pc_src,
                  output [2:0] opcode,
                  output [12:0] im_abus, 
                  input [15:0] im_dbus, 
                  output [12:0] dm_abus,
                  input [15:0] dm_out_dbus,
                  output [15:0] dm_in_dbus, 
                  output zero_ac);
  wire [15:0] ac_out, alu_out, mux2_out;
  wire [12:0] pc_out, adder_out, mux1_out;
  PC  pc  (mux1_out, reset, clk, pc_out);
  AC  ac  (mux2_out, ld_ac, clk, ac_out, zero_ac);
  ALU alu (ac_out, dm_out_dbus, alu_op, alu_out);
  ADDER adder (pc_out, 13'b0000000000001, adder_out);
  MUX4TO1_13B mux1 (adder_out, im_dbus[12:0], pc_out, adder_out, pc_src, mux1_out);
  MUX4TO1_16B mux2 (alu_out, dm_out_dbus, {im_dbus[12],im_dbus[12],im_dbus[12],im_dbus[12:0]}, 
							alu_out, ac_src, mux2_out);
  assign opcode  = im_dbus[15:13];
  assign im_abus = pc_out;
  assign dm_abus = im_dbus [12:0];
  assign dm_in_dbus = ac_out;
endmodule
module PC (input [12:0] d_in, input reset, clk, output reg [12:0] d_out);
  always @(posedge clk)
    if (reset) d_out <= 0; else d_out <= d_in; 
endmodule
module AC (input [15:0] d_in, input load, clk, output reg [15:0] d_out, output zero);
  always @(posedge clk)
    if (load) d_out <= d_in;
  assign  zero = (d_out == 16'h0000)? 1:0;
endmodule
module ALU (input [15:0] a, b, input op, output reg [15:0] alu_out);
  always @(a or b or op)begin
  if (op == 1'b0)
    alu_out = a + b;
  else if (op == 1'b1)
    alu_out = a - b;
  end
endmodule
module ADDER (input [12:0] a, b, output [12:0] adder_out);
  assign adder_out = a+b;
endmodule
module MUX4TO1_13B (input [12:0] i0, i1, i2, i3, input [1:0] sel, output [12:0] mux_out);
  assign mux_out = (sel==2'b00)? i0: (sel== 2'b01)? i1 : (sel == 2'b10)? i2: i3;
endmodule
module MUX4TO1_16B (input [15:0] i0, i1, i2, i3, input [1:0] sel, output [15:0] mux_out);
  assign mux_out = (sel==2'b00)? i0: (sel== 2'b01)? i1 : (sel == 2'b10)? i2: i3;
endmodule
module smpl_cpu2(input clk, reset, start, output rd_mem, wr_mem, output [12:0] im_abus, input [15:0] im_dbus,
  output [12:0] dm_abus, output [15:0] dm_in_dbus, 
  input [15:0] dm_out_dbus);
  wire [2:0] opcode;
  wire [1:0] ac_src,  pc_src;
  wire ld_ac, zero_ac, alu_op;
  DataPath2 dpu ( reset, ld_ac, clk, alu_op, ac_src, pc_src, opcode, im_abus, im_dbus, dm_abus, dm_out_dbus, dm_in_dbus, zero_ac);
  Controller2 cu2(opcode, zero_ac, start, rd_mem, wr_mem, ld_ac, alu_op, ac_src, pc_src);
endmodule

===== flow/run.sh =====
#!/bin/bash
# OpenROAD 26Q1-2900-gdf79404cd8, Yosys 0.63+post, stock flow scripts
make -C /OpenROAD-flow-scripts/flow DESIGN_CONFIG=/design/flow/config.mk WORK_HOME=/design/flow/orfs finish

===== flow/config.mk =====
export PLATFORM = sky130hd
export DESIGN_NAME = smpl_cpu2
export DESIGN_NICKNAME = smpl_cpu2
export VERILOG_FILES = /design/flow/design.v
export SDC_FILE = /design/flow/constraint.sdc
export NUM_CORES = 4
export LEC_CHECK = 1
export CORE_UTILIZATION = 40
export SYNTH_HDL_FRONTEND = slang

===== flow/constraint.sdc =====
current_design smpl_cpu2

set clk_period 14.5
set clk_io_pct 0.2

create_clock -name clk0 -period $clk_period [get_ports {clk}]

set non_clock_inputs [all_inputs -no_clocks]
set_input_delay [expr $clk_period * $clk_io_pct] -clock clk0 $non_clock_inputs
set_output_delay [expr $clk_period * $clk_io_pct] -clock clk0 [all_outputs]

==> results.toml <==
# implementation run metrics
[placement]
place_inst = 492
post-dp-hpwl_mm = 5.906
place_congestion = 0.8902
detailedPlace.worstSlack_ps = 7167
placedInstanceArea_um2 = 3586
buffer_ports.inserted = 78

[grt]
grt.total_usage_pct = 22.06
grt_pass1_wl_mm = 12.48
antenna_found_initial = 0
grt_pass1_vias = 2456
globalRoute.totalOverflow = 0
largest_net_degree_at_the_start_of_global_routing = 29

[timing]
min_period_over_period_pct = 50.64
finalSetupViolations = 0
report.final.hold_viol_count = 0
final.hold.worst_slack_ps = 503.3
finalClockSkew_ps = 5.328
slew_limit_headroom_pct = 40.84
number_of_unconstrained_endpoints = 1
rsz0062_at_grt = "no"
final_max_slew_viol_count = 0
tns_ps = 0
register_pins_left_without_a_clock = 1
worstMarginPinSlew_ps = 880.6
setup_ws_ps = 7157
finalCriticalPeriod_ps = 7343
highest_attainable_clock_frequency_mhz = 136.2

[layout]
final_core_util_pct = 54.14
comb_area_um2 = 1847
post_route_cells_drive_above_1_share_pct = 6.683
nFillCells = 629
seq_area_um2 = 755.7
layoutNonFillerInstCount = 500
layout.cell_area.non_filler_um2 = 3679
synthToLayoutAreaGrowth_pct = 30.96

[logic_synthesis]
mappedNetlistArea_um2 = 2809
edf_count = 16
yosys_most_used_dff = "sky130_fd_sc_hd__edfxtp_1"
synthDominantAreaCellType = "sky130_fd_sc_hd__edfxtp_1"
synthDistinctLibCells = 56
synth.top_cells.by_area = "sky130_fd_sc_hd__edfxtp_1, sky130_fd_sc_hd__dfxtp_1, sky130_fd_sc_hd__ha_1"
syn_area_per_cell_um2 = 8.286
top_area_share_pct = 17.10
ys_cells = 339
async_flop_share_pct = 0
ys_area_um2 = 2809
synth.ff_latch_count = 30
ys.warnings.count = 0
postSynthCellCount = 339

[floorplan]
chipHeight_um = 85.80
floorplan.die.width_um = 85.80
chip_area_um2 = 7362
core_util_floorplan_pct = 41.34
rows = 30
floorplan.core_area_um2 = 6794
pin_count = 79

[critical_path]
endpoint_kind = "primary output"
crit_path_frequent_cell = "sky130_fd_sc_hd__clkdlybuf4s50_1"
timing.critical_path.slowest_cell_delay_ps = 610
path_cells = "clkdlybuf4s50_1, or2_2, nor2_1, clkdlybuf4s50_1"
timing.critical_path.fanout_max = 14
endpoint_arrival_time_on_the_critical_path_ps = 4440
cp_data_required_time_ps = 11600
timing.critical_path.from_type = "input pin"
crit_path_top_delay_cell = "sky130_fd_sc_hd__clkdlybuf4s50_1"
setup.worst_path.class = "input pin to primary output"
critical-path-top-delay-family = "buffers and inverters"
path_buffers = 2

[clocking]
clk_transition_reported_paths_ps = 70
cts-htree-levels = 2
post-cts-setup-buffers = 0
tritoncts_buffer_count = 5
tritoncts_clock_tree = "built"
postCtsHoldBufs = 0
clkLatencyLatePin_ps = 280
cts-root-to-sink-buffers = 2
clock_tree.root_cell = "sky130_fd_sc_hd__clkbuf_8"
cts_resized = 0

[detailed_routing]
drt_first_iter_violations = 159
antenna_cells_inserted = 0
wirelength_mm = 7.671
wire_per_inst_um = 15.34
detail_route.drc_violations = 0
num_vias = 2713
drt_first_pass_iters = 4
routed_via_density = 5.426
drtAntennaViolNets = 0

[min_path]
hold_path.class = "register to register"

[power]
static_leakage_nw = 1.376
totalPowerFinal_mw = 0.3928
vdd_drop_max_mv = 0.04426
powerDensity_nw_per_um2 = 106.8

[status]
run_status = "completed"

[job]
stage_log_warnings = 25
cap_violations = 0
## report_power, final
group	internal [mW]	total [mW]	switching, mW
logic	0.102	0.193	0.0905
clock network	0.0387	0.0726	0.0339
registers	0.111	0.128	0.0169
total	0.252	0.393	0.141
## metal layers
layer / track usage (%) / vias up / wire length [um]
met5: 0 / - / 0
met4: 1.970 / 0 / 61
met3: 2.441 / 9 / 340
met2: 33.96 / 84 / 3427
met1: 35.57 / 1242 / 3841
li1: - / 1378 / -
## placed cells by master (no fill, tap or decap), types with 6 or more instances in the layout
master	netlist	routed
sky130_fd_sc_hd__clkdlybuf4s50_1	0	78
sky130_fd_sc_hd__a21oi_1	34	34
sky130_fd_sc_hd__nor2_1	30	30
sky130_fd_sc_hd__o21ai_0	23	23
sky130_fd_sc_hd__xnor2_1	21	21
sky130_fd_sc_hd__ha_1	17	17
sky130_fd_sc_hd__nand2_1	16	16
sky130_fd_sc_hd__edfxtp_1	16	16
sky130_fd_sc_hd__a22oi_1	14	14
sky130_fd_sc_hd__nor3_1	13	13
sky130_fd_sc_hd__dfxtp_1	13	13
sky130_fd_sc_hd__inv_1	11	11
sky130_fd_sc_hd__nor2b_1	9	9
sky130_fd_sc_hd__a211oi_1	9	9
sky130_fd_sc_hd__mux2i_1	7	7
sky130_fd_sc_hd__nor4_1	6	6
sky130_fd_sc_hd__nand3_1	6	6
sky130_fd_sc_hd__a21o_1	6	6
sky130_fd_sc_hd__clkbuf_8	0	6
## path summary, 6_finish.rpt
kind / start / to / slack (ps) / cells past startpoint
worst max-delay path: im_dbus[15] / wr_mem / 7160 / 4
worst max register to register: dpu.ac.d_out[11] / dpu.pc.d_out[2] / 11970 / 7
worst min-delay path: dpu.pc.d_out[12] / dpu.pc.d_out[12] / 500 / 2
worst min register to register: dpu.pc.d_out[12] / dpu.pc.d_out[12] / 500 / 2
## cell families (layout without fill, tap and decap cells)
logic type                 after synthesis  after routing  synth area share (%)
latches                                  1              1                0.5344
adders and majority gates               18             18                 8.285
and+or+nand+nor                        109            109                 21.20
AOI/OAI and AO/OA                      108            108                 24.01
xor gates and xnor gates                24             24                 7.751
muxes                                   12             12                 4.499
DFF                                     29             29                 26.37
buffers and inverters                   38            103                 7.349
## Yosys cell counts (3+ instances only)
library cell                n
sky130_fd_sc_hd__nor4_1     6
sky130_fd_sc_hd__a31oi_1    3
sky130_fd_sc_hd__nor2b_1    9
sky130_fd_sc_hd__nand2b_1   5
sky130_fd_sc_hd__clkbuf_1   8
sky130_fd_sc_hd__nor2_1    30
sky130_fd_sc_hd__a21o_1     6
sky130_fd_sc_hd__buf_2      3
sky130_fd_sc_hd__and3_1     4
sky130_fd_sc_hd__a22oi_1   14
sky130_fd_sc_hd__nor3_1    13
sky130_fd_sc_hd__mux2i_1    7
sky130_fd_sc_hd__and2_1     3
sky130_fd_sc_hd__nor3b_1    4
sky130_fd_sc_hd__mux2_2     5
sky130_fd_sc_hd__a21oi_1   34
sky130_fd_sc_hd__nand3_1    6
sky130_fd_sc_hd__nand2_1   16
sky130_fd_sc_hd__dfxtp_1   13
sky130_fd_sc_hd__o21ai_0   23
sky130_fd_sc_hd__buf_4     14
sky130_fd_sc_hd__o22ai_1    3
sky130_fd_sc_hd__ha_1      17
sky130_fd_sc_hd__edfxtp_1  16
sky130_fd_sc_hd__a211oi_1   9
sky130_fd_sc_hd__o31ai_1    3
sky130_fd_sc_hd__xnor2_1   21
sky130_fd_sc_hd__inv_1     11
## worst min-delay path: stages (launching register included)
cell and delay (ps):
sky130_fd_sc_hd__dfxtp_1 320, sky130_fd_sc_hd__o21ai_0 70, sky130_fd_sc_hd__a21oi_1 60
## registers in the layout (all words and copies together), names as in the netlist
| register | flops |
|---|---|
| cu2.alu_op | 1 |
| dpu.ac.d_out | 16 |
| dpu.pc.d_out | 13 |
## layout make-up
class,count,area share (%)
clock buffer,7,2.347
clock inverter,1,0.1701
inverter,12,1.224
multi-input combinational,271,50.20
sequential,30,20.54
tap,96,3.265
timing repair buffer,83,22.24
